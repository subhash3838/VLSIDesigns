===== flow/design.v =====
`timescale 1ns / 1ps
module dff_impl(
    input clk,
    input d,
    input en,
    input rst,
    output reg q
    );
    reg [26:0] clk_counter=0;
    reg clk_1hz=0;
   always@(posedge clk) begin
    if(clk_counter==99_999_999) begin
     clk_1hz<=1'b1;
     clk_counter<=0;
     end
    else begin
     clk_1hz<=1'b0;
     clk_counter<=clk_counter+1'b1;
     end
     end
   always@(posedge clk) begin
     if(rst)
      q<=1'b0;
     else if(en==1'b1&&clk_1hz==1) 
      q<=d;
     end
endmodule
`timescale 1ns / 1ps
module downcounter_dff(
input clk,
input rst,
input en,
output [3:0]q
 );
   dff_impl d1(clk,~q[0],en,rst,q[0]);
   dff_impl d2(clk,q[0]^q[1],en,rst,q[1]);
   dff_impl d3(clk,q[2]^(q[1]&q[0]),en,rst,q[2]);
   dff_impl d4(clk,q[3]^(q[2]&q[1]&q[0]),en,rst,q[3]);
endmodule

===== flow/run.sh =====
#!/bin/bash
# OpenROAD 26Q1-2900-gdf79404cd8, Yosys 0.63+post, stock flow scripts
make -C /OpenROAD-flow-scripts/flow DESIGN_CONFIG=/design/flow/config.mk WORK_HOME=/design/flow/orfs finish

===== flow/config.mk =====
export PLATFORM = sky130hd
export DESIGN_NAME = downcounter_dff
export DESIGN_NICKNAME = downcounter_dff
export VERILOG_FILES = /design/flow/design.v
export SDC_FILE = /design/flow/constraint.sdc
export NUM_CORES = 4
export LEC_CHECK = 1
export CORE_UTILIZATION = 50

===== flow/constraint.sdc =====
current_design downcounter_dff

set clk_period 5.2
set clk_io_pct 0.2

create_clock -name clk0 -period $clk_period [get_ports {clk}]

set non_clock_inputs [all_inputs -no_clocks]
set_input_delay [expr $clk_period * $clk_io_pct] -clock clk0 $non_clock_inputs
set_output_delay [expr $clk_period * $clk_io_pct] -clock clk0 [all_outputs]

==> summary.txt <==
fresh numbers from the pnr run: yosys aoi share=0.0397, hpwl dp=approximately 6000 um, cells after synthesis=approximately 560, I/O pin count=7, Inserted Diodes=0, Latency at later pin=~510 ps, # DRC=0, Final setup viols=0, Slew @ Worst Pin=816 ps, Via density=around 5.3, Sink Count=116, Setup crit start kind=flip-flop, final worst path period share=0.469, Synth async-reset ratio=0, fp_density=0.520, Buf/Inv on CP=1, hold_sp=d3.clk_counter[0], XORs/XNORs by Area=0.141, clk buf depth=2, flip-flops with a built-in enable=0, Congestion Overflow GR=0, CTS root buf=clkbuf_8, Final Core Density=0.595, Critical Path AT=about 1400 ps, Critical Path End Type=primary output, distinct lib cells=~50, Post-Syn Area=roughly 5100 sq um, Max Freq=just over 0.4 GHz, CTS resizes=0, Post-CTS Setup Bufs=0, ratio of cells with drive above 1 in the final layout=0.104, Seq cells post-synth=116, synthesis-to-finish area growth=14.5%, HP Class=flip-flop to flip-flop, Worst Hold Depth=1, fin crit period=around 2400 ps, outcome=finished clean, IO buf count=6, CTS Hold Bufs=0, most instantiated logic cell after routing=dfxtp_1, Setup crit start=d1.q, RSZ-0062 raised after global routing=false, first-pass GRT wire length=15800 um, GPL Wtd Cong=around 0.8, Max stage delay on crit path=510 ps, Initial DRC Count=124, Final ANT Viol Nets=0, CTS tree=done, number of fill cells=about 830, cell type with the largest total area=dfxtp_1, cells along the critical path=clkdlybuf4s50_1, via count=roughly 3800, Dominant comb cell=simple AND/OR/NAND/NOR gates, most frequent cells in the layout=116 x dfxtp_1, 64 x nor2_1, 53 x nand2_1, 44 x nand3_1, critical path class=flip-flop to primary output, Seq/Total Area, Yosys=0.455, main flop type=dfxtp_1, crit path DRT=4160 ps, Leakage=2.15 nW, slowest cell on the critical path=clkdlybuf4s50_1, Clock Skew=around 7.9 ps, Power Dens Cells=~350 nW/um^2, Yosys warning count=1, crit-path max FO=4, Final Hold Viols=0, Total GRT Usage=0.191, # H-tree levels=4, Chip Height=slightly above 100 um, yosys cell count=around 560, Final Max Slew Viols=0, DRT Wirelength=between 9000 and 10000 um, vias in the first global route=between 3000 and 4000, TritonCTS Buffers=17, Pre-antenna DRT Iters=5, Yosys chip area=~5000 sq um, Die W=103 um, tool warnings=25, drt wl/cell=approximately 13 um, initial antenna violation count=0, setup_tns=0 ps, yosys simple share=0.316, Clock transition at path regs=50 ps, Synth Area in Adders=0.0123, Max VDD drop=~0.00034 V, max cap viols=0, Relative slew margins=0.452, Rows=36, largest net degree at the start of global routing=17, Synth Area per Inst=slightly above 9 sq um, top cells, area=dfxtp_1 46%, xnor2_1 7.0%, xor2_1 7.0%, nor2_1 4.7%, nand3_1 4.3%, number of cells on the critical path=1, Top-area cell share=0.455, r2r worst-path depth=6, die area=about 11000 sq um, DP Area=between 5000 and 6000 sq um, Final Cell Area=5840 sq um, Synth mux share=0.00588, R2R Path Start=d1.clk_counter[0], Core Region=approximately 10000 sq um, CP top delay family=buffers and inverters
-- sequential cells by signal (all words and copies together) (netlist names) --
name,cells
d1.clk_1hz,1
d1.clk_counter,27
d1.q,1
d2.clk_1hz,1
d2.clk_counter,27
d2.q,1
d3.clk_1hz,1
d3.clk_counter,27
d3.q,1
d4.clk_1hz,1
d4.clk_counter,27
d4.q,1
-- final timing paths --
| path | slack, ps | to |
|---|---|---|
| setup reg to reg | 2920 | d1.clk_counter[23] |
| hold reg to reg | 450 | d3.clk_counter[0] |
| setup / recovery | 2760 | q[0] |
| hold / removal | 450 | d3.clk_counter[0] |
-- metrics by stage --
stage / worst slack (ps) / total power, mW / cells / hold WS (ps)
final: 2760 / 2.05 / 719 / 446
after global routing: 2690 / 2.12 / 719 / 479
after CTS: 2720 / 2.08 / 719 / 449
after detailed placement: 2900 / 0.911 / 687 / 441
after global placement: 2970 / 0.911 / 687 / 432
after floorplan: 3370 / 0.908 / 561 / 421
-- cells in the mapped netlist, types with 6 or more instances --
cell and instances:
a21oi_1 9, a31oi_1 6, and3_1 15, dfxtp_1 116
inv_1 18, nand2_1 53, nand3_1 44, nand4_1 27
nor2_1 64, nor2_2 10, nor3_1 12, nor4_1 19
o21ai_0 8, xnor2_1 41, xor2_1 41
-- layout make-up --
class,instances,area [sq um],area share
clock buffer,23,477,0.0816
timing repair buffer,6,60.1,0.0103
multi-input combinational,414,2620,0.449
sequential,116,2320,0.398
clock inverter,9,125,0.0214
tap,133,166,0.0285
inverter,18,67.6,0.0116
-- power breakdown --
part / switching, mW / internal (mW)
clock: 0.385 / 0.777
combinational: 0.00111 / 0.00137
sequential: 0 / 0.890
total: 0.386 / 1.67
-- cell families (layout without fill, tap and decap cells) --
family	after synthesis	after routing
compound gates	33	33
xor+xnor	82	82
fa+ha+maj	5	5
buf+inv	31	56
flops	116	116
mux	3	3
simple gates	291	291
-- routing by layer --
metal,vias up,track usage,part of all wire
met4,0,0.0228,0.012
met3,8,0.0496,0.042
met2,54,0.287,0.42
met5,-,0,0
met1,1750,0.295,0.53
li1,1998,-,-
Power and IR drop assume default switching activity.

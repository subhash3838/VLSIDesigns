[/design/flow/config.mk]
export PLATFORM = sky130hd
export DESIGN_NAME = graycounter_impl
export DESIGN_NICKNAME = graycounter_impl
export VERILOG_FILES = /design/flow/design.v
export SDC_FILE = /design/flow/constraint.sdc
export NUM_CORES = 4
export LEC_CHECK = 1
export CORE_UTILIZATION = 30
[/design/flow/constraint.sdc]
current_design graycounter_impl

set clk_period 5.7
set clk_io_pct 0.2

create_clock -name clk0 -period $clk_period [get_ports {clk}]

set non_clock_inputs [all_inputs -no_clocks]
set_input_delay [expr $clk_period * $clk_io_pct] -clock clk0 $non_clock_inputs
set_output_delay [expr $clk_period * $clk_io_pct] -clock clk0 [all_outputs]
[/design/flow/design.v]
`timescale 1ns / 1ps
module graycounter_impl(
input clk,
input rst,
input en,
output reg [3:0] q
);
 reg [26:0] clk_counter=0;
 reg clk_1hz=0;
 always@(posedge clk) begin
  if(clk_counter==99_999_999) begin
  clk_1hz<=1'b1;
  clk_counter<=0;
  end
  else begin
   clk_1hz<=1'b0;
   clk_counter<=clk_counter+1'b1;
  end
  end
  reg [3:0] bin;
  always@(posedge clk) begin
  if(rst) begin
   bin<=4'b0000;
   q<=4'b0000;
   end
   else if(en & clk_1hz) begin
   bin<=bin+1;
   q[3]<=bin[3];
   q[2]<=bin[3]^bin[2];
   q[1]<=bin[2]^bin[1];
   q[0]<=bin[1]^bin[0];
   end
   else begin
   bin<=bin;
   q<=q;
   end
   end
endmodule
[/design/flow/run.sh]
#!/bin/bash
# OpenROAD 26Q1-2900-gdf79404cd8, Yosys 0.63+post, stock flow scripts
make -C /OpenROAD-flow-scripts/flow DESIGN_CONFIG=/design/flow/config.mk WORK_HOME=/design/flow/orfs finish
==> notes.md <==
flow finished, numbers: via count=1,115, Buf/Inv on CP=1, # DRC=0, die width=72.8 µm, dominant kind of combinational cell=simple AND/OR/NAND/NOR gates, initial antenna violation count=0, part of the cycle the worst path needs=40.0%, hold path endpoint=q[3], Top Layout Cells=35 x dfxtp_1, 18 x nand2_1, 15 x nor2_1, 13 x xor2_1, Flops after synth=35, die height=72.8 µm, placed cells=234, MUX area fraction=0%, Synth Area in Adders=2.50%, setup TNS=0 ns, FP Core Util=31.4%, total gr overflow=0, FF-to-FF End=clk_counter[26], min-delay src=q[3], Core Footprint=4790 µm², max incr delay on CP=0.48 ns, first-pass detailed-route iteration total=4, Worst slew margin=59.9%, xor/xnor share=12.2%, endpoint class of the critical path=output pin, number of routed nets with antenna violations=0, DR vias/cell=4.65, Simple Share, Synth=29.2%, Post-CTS Hold Fix Bufs=0, largest net degree at the start of global routing=13, Sink Count=35, FF+latch area=701 µm², register share after synthesis=46.6%, reg2reg path depth=5, most frequent logic cell in the layout=dfxtp_1, Req. time, crit path=4.56 ns, Syn Area/Cell=9.06 µm², Syn Std Cell Area=1500 µm², critical path's top delay family=buffers and inverters, crit path cell chain=clkdlybuf4s50_1, Tmin final=2.28 ns, Layout fillers=493, CTS resizes=0, final std cells w/o fill=240, total track usage=10.9%, RSZ-0062 raised after global routing=false, multi-input logic area=766 µm², Pwr Density=240 nW/µm², H-tree levels=2, Final Slew Violations=0, Fmax=0.439 GHz, Worst Hold Class=flop to flop, Synth cell types=31, CTS root buffer=clkbuf_8, reg2reg setup slack=3.45 ns, PortBufs=6, worst slew pin tran=0.597 ns, yosys stat cell total=166, num ports=7, Detail Placement HPWL=1750 µm, Bufs on Longest Clock Path=2, static leakage=0.000681 µW, status=finished, final reports clean, Tool Warnings=25, vias in the first global route=1,022, VDD IR max=0.000139 V, Layout Area Growth over Synthesis=12.9%, yosys stat area=1500 µm², Post-Synth AOI/OAI Area=6.99%, worst r2r src=clk_counter[0], nature of the critical path startpoint=flop, first-pass GRT wire length=4440 µm, post-CTS setup buffers=0, Initial DRC Count=48, Critical Path AT=1.14 ns, cts bufs inserted=5, Max Clock Skew=0.00600 ns, worst-path maximum fanout=4, Post-Synthesis Cells=166, CTS tree=done, hold depth=2, worst-path cell with the longest stage delay=clkdlybuf4s50_1, WS Path Type=flop to output pin, WL/cell=10.3 µm, final wirelength=2470 µm, Synth Warn #=1, die area=5300 µm², FP Rows=25, ant diodes=0, layout cells sized above 1=6.36%, clock transition at the registers of the reported paths=0.06 ns, Late-Pin Clk Latency=0.28 ns, max_cap viols=0, Hold Vio Cnt, Final=0, final setup violation count=0, Routability Congestion=0.822, final core utilization=35.5%
-- layer usage --
layer / share of wire (%) / GRT usage [%] / vias to the layer above
li1: - / - / 602
met5: 0 / 0 / -
met4: 1.6 / 1.53 / 0
met3: 4.2 / 3.64 / 6
met1: 54 / 16.3 / 497
met2: 40 / 15.9 / 10
-- final cells by class --
cell class / instances / area share (%)
Sequential cell: 35 / 41.3
Inverter: 2 / 0.442
Multi-Input combinational cell: 123 / 45.1
Clock buffer: 6 / 4.27
Tap cell: 67 / 4.94
Timing Repair Buffer: 7 / 3.98
-- how the worst max path moves through the flow --
stage / from / to / depth (start not counted)
CTS: q[0] / q[0] / 1
global route: q[0] / q[0] / 1
finish: q[0] / q[0] / 1
-- synth_stat cells, drive strengths merged --
cell,instances,share of area [%]
dfxtp,35,47
nand2,18,4.5
nor2,15,3.7
xor2,13,7.6
a21oi,10,3.3
nand3,10,3.3
nand4,8,4.7
xnor2,8,4.7
nor3,7,2.3
or4,6,3.0
o21ai,5,1.7
nor4,4,2.1
buf,3,1.2
clkbuf,3,0.83
ha,3,2.5
o31ai,3,1.5
or3,3,1.2
and3,2,0.83
and4,2,1.2
inv,2,0.50
nor2b,2,0.83
a211oi,1,0.50
and2,1,0.42
nand3b,1,0.50
or2,1,0.42
-- flip-flops by register name, summed over array words and instances, names as in the netlist --
| register | flops |
|---|---|
| clk_1hz | 1 |
| bin | 3 |
| q | 4 |
| clk_counter | 27 |
-- tightest hold or removal path: stages, from the launching register on --
cell and delay (ns):
dfxtp_1 0.31, nand2_1 0.05, a21oi_1 0.05
-- stage by stage --
stage / power, µW / setup slack [ns] / area (µm²) / hold WS, ns
floorplan: 250 / 3.63 / 1500 / 0.416
global placement: 252 / 3.35 / 1630 / 0.446
detailed placement: 252 / 3.36 / 1630 / 0.449
CTS: 412 / 3.41 / 1700 / 0.457
global route: 425 / 3.35 / 1700 / 0.495
finish: 407 / 3.42 / 1700 / 0.452
-- where the power goes --
part / switching [µW] / internal [µW] / total, µW
registers: 0 / 245 / 245
clock network: 79.5 / 81.3 / 161
logic: 0.855 / 1.22 / 2.08
total: 80.4 / 327 / 407
-- cells by family after synthesis --
family                     Yosys count
adders and majority gates            3
buffers and inverters                8
DFF                                 35
xor gates and xnor gates            21
AOI/OAI and AO/OA                   19
and+or+nand+nor                     80
Power is estimated from default activity; no workload was simulated.

==> /design/flow/design.v <==
`timescale 1ns / 1ps
module dff_shift_impl(
input clk,
input rst,
input en,
input d,
output reg q
    );
 reg [26:0]clk_counter=0;
 reg clk_1hz=0;
 always@(posedge clk) begin
   if(clk_counter==99_999_999) begin
     clk_1hz<=1'b1;
     clk_counter<=0;
   end
   else begin
     clk_1hz<=1'b0;
     clk_counter<=clk_counter+1'b1;
   end
   end
  always@(posedge clk) begin
   if(rst)
     q<=1'b0;
   else if(en & clk_1hz) 
     q<=d;
   else
     q<=q;
   end
endmodule
`timescale 1ns / 1ps
module shiftreg_ff_impl(
input clk,
input rst,
input en,
input si,
output [3:0] po
  );
 dff_shift_impl d1(clk,rst,en,si,po[3]);
 dff_shift_impl d2(clk,rst,en,po[3],po[2]);
 dff_shift_impl d3(clk,rst,en,po[2],po[1]);
 dff_shift_impl d4(clk,rst,en,po[1],po[0]);
endmodule
==> /design/flow/run.sh <==
#!/bin/bash
# OpenROAD 26Q1-2900-gdf79404cd8, Yosys 0.63+post, stock flow scripts
make -C /OpenROAD-flow-scripts/flow DESIGN_CONFIG=/design/flow/config.mk WORK_HOME=/design/flow/orfs finish
==> /design/flow/config.mk <==
export PLATFORM = sky130hd
export DESIGN_NAME = shiftreg_ff_impl
export DESIGN_NICKNAME = shiftreg_ff_impl
export VERILOG_FILES = /design/flow/design.v
export SDC_FILE = /design/flow/constraint.sdc
export NUM_CORES = 4
export LEC_CHECK = 1
export CORE_UTILIZATION = 30
==> /design/flow/constraint.sdc <==
current_design shiftreg_ff_impl

set clk_period 6.7
set clk_io_pct 0.2

create_clock -name clk0 -period $clk_period [get_ports {clk}]

set non_clock_inputs [all_inputs -no_clocks]
set_input_delay [expr $clk_period * $clk_io_pct] -clock clk0 $non_clock_inputs
set_output_delay [expr $clk_period * $clk_io_pct] -clock clk0 [all_outputs]
==> flow_summary_export.csv <==
group,metric,value,unit
outcome,status,"complete, no violations",
power_and_ir_drop,p_per_area,245.2,mW/mm^2
synthesis,top_cell_area_share,0.4453,
floorplanning,fp.dieH,133.8,um
critical_path,required,5.36,ns
critical_path,crit_family,"buffers and inverters",
route,viasPerCell,5.158,
clock_network,clkTransAtPathRegs,0.05,ns
synthesis,synth-edff-count,0,
clock_network,cts_root_buf,"clkbuf_16",
critical_path,crit_type,"reg -> out",
clock_network,postCtsResizedCells,0,
power_and_ir_drop,p_leak,2.210,nW
route,drtIter0Drc,223,
route,wl_per_cell,12.25,um
clock_network,cts_buffer_depth,2,
synthesis,netlist_area,0.005215,mm^2
critical_path,crit_fanout,3,
clock_network,cts.htree.levels,4,
finish,drive_gt1_frac,0.05017,
route,drc,0,
clock_network,clk_latency,0.40,ns
timing,setup_violations,0,
timing,fmax,377.8,MHz
timing,min_period,2.647,ns
timing,slew_headroom,0.3880,
finish,post-route-util,0.3539,
job,maxCapViolations,0,
synthesis,syn_avg_cell_area,8.839,um^2
critical_path,worst_ep_arrival_time,1.31,ns
clock_network,cts_hold_buffers,0,
synthesis,ys_cells,590,
global_routing,grt.total_usage,0.1228,
critical_path,cpPeakStageDelay,0.52,ns
finish,areaGrowthSynthToFinish,13.72,%
min_path,hp-class,"reg -> reg",
floorplanning,core.rowCount,47,
timing,slew_violations,0,
placement,io_buffers,7,
global_routing,grt_max_degree,19,
synthesis,ff_type,"dfxtp_1",
synthesis,topCellsByArea,"dfxtp_1 (45%), nand3_1 (4.7%), xor2_1 (4.7%)",
synthesis,syn_inst,590,
global_routing,grt_overflow,0,
global_routing,grt_pass1_vias,3819,
clock_network,clock_sinks,116,
clock_network,cts_tree,"built",
clock_network,cts_buffers,17,
floorplanning,die_area,0.01791,mm^2
clock_network,post_cts_buffers,0,
placement,dp_hpwl,6696,um
floorplanning,fp-utilization,0.3112,
floorplanning,core_area,0.01676,mm^2
critical_path,startpoint_type,"flop",
timing,fin_skew,0.006021,ns
critical_path,critPathBufInv,1,
route,ant_nets,0,
synthesis,synth_warnings,1,
synthesis,ys_ff,116,
critical_path,crit_path_cell_trace,"clkdlybuf4s50_1",
critical_path,cpMaxStageDelayCell,"clkdlybuf4s50_1",
global_routing,grt_pass1_wl,18150,um
synthesis,largest_area_cell,"dfxtp_1",
placement,place_congestion,0.8245,
route,wl,10020,um
synthesis,async_reset_ff_frac,0,
synthesis,ys_area,0.005215,mm^2
power_and_ir_drop,peakVddDrop,0.1806,mV
route,vias,4219,
route,firstDrtPassIters,4,
route,n_antenna_cell,0,
timing,hold_violations,0,
job,tool_warnings,25,
synthesis,synth.distinct_cells,44,
floorplanning,die_width,133.8,um
synthesis,yosysSeqAreaShare,0.4453,
timing,finalCritPeriodShare,0.3951,
critical_path,critPathCaptureType,"primary output",
floorplanning,io_pins,8,
timing,tightest_slew,0.9111,ns
global_routing,antenna_found_initial,0,
timing,tns,0,ns
timing,rsz0062_at_grt,"false",
==> worst paths after layout <==
kind	from	to	slack (ns)	cells past startpoint
min	d2.clk_counter[0]	d2.clk_counter[0]	0.45	1
min reg2reg	d2.clk_counter[0]	d2.clk_counter[0]	0.45	1
max reg2reg	d2.clk_counter[3]	d2.clk_counter[7]	4.37	4
max	d3.q	po[1]	4.05	1
==> routing by layer <==
metal,routed length (um),global-route usage,vias up
met5,0,0,-
met4,107,0.01389,0
met3,334,0.02508,7
met2,4468,0.1845,56
met1,5110,0.1912,1968
li1,-,-,2188
==> where the power goes <==
part / internal (mW) / switching [mW]
clock: 0.488 / 0.272
sequential: 0.692 / 0
combinational: 0.00158 / 0.00113
==> per-stage QoR <==
step	hold slack [ns]	cells	worst slack (ns)	area (um^2)	total power, mW
2_1_floorplan	0.4132	590	4.856	5215	0.7056
3_3_place_gp	0.4232	792	4.406	5441	0.7076
3_5_place_dp	0.4353	792	4.401	5441	0.7076
4_1_cts	0.4459	818	4.022	5931	1.470
5_1_grt	0.4676	818	3.987	5931	1.504
6_report	0.4456	818	4.053	5931	1.454
==> flip-flops by register name, indices dropped and copies added, names as in the netlist, 27 cells and up <==
name and count:
d1.clk_counter 27, d2.clk_counter 27, d3.clk_counter 27, d4.clk_counter 27
==> cell families after synthesis <==
family / share of synthesized area
xor+xnor: 0.09237
compound gates: 0.09885
simple gates: 0.3133
flops: 0.4453
buf+inv: 0.03287
mux: 0.007678
fa+ha+maj: 0.009597
==> cells in the final DEF (no fill, tap or decap), drive strengths merged, types with 7 or more instances in the layout <==
cell           synthesis  routed
a21oi                 28      28
and3                  19      19
and4                  17      17
clkbuf                16      26
clkdlybuf4s50          0       7
dfxtp                116     116
inv                   12      12
nand2                 62      62
nand3                 50      50
nand4                 28      28
nor2                  31      31
nor3                  16      16
nor4                  11      11
o211ai                10      10
o21ai                 20      20
o31ai                 15      15
or3                   14      14
or4                   21      21
xnor2                 27      27
xor2                  28      28
==> cell usage after synthesis (all sizes together) (2+ instances only) <==
cell,instances
a21oi,28
inv,12
nor4bb,2
xor2,28
or3,14
o311ai,3
or4,21
clkbuf,16
nand3,50
nor2,31
nand4,28
or2,3
dfxtp,116
o31ai,15
o211ai,10
o21ai,20
nor3,16
nand2,62
nor2b,6
nor4b,6
o221ai,2
and4,17
xnor2,27
ha,4
and3,19
buf,10
a31oi,2
mux2i,4
nor4,11
==> final cells by class <==
class | instances | area, um^2
repair buffers | 8 | 77.57
inverters | 12 | 45.04
fillers | 1639 | 10830
multi-input cells | 436 | 2721
flip-flops and latches | 116 | 2322
clock buffers | 26 | 489.2
well taps | 220 | 275.3
Power figures rest on the tool's default switching activity, not on a simulated workload.
